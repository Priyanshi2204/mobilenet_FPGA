**/design/flow/design.v**
```verilog
module layer_controller #(
    parameter MAX_LAYERS = 100,
    parameter AXI_ADDR_W = 32
)(
    input  wire clk,
    input  wire rst_n,
    input  wire start,
    input  wire layer_done,
    output reg  layer_start,
    output reg  all_done,
    output reg [15:0] H,
    output reg [15:0] W,
    output reg [15:0] Cin,
    output reg [15:0] Cout,
    output reg [AXI_ADDR_W-1:0] weight_addr,
    output reg [AXI_ADDR_W-1:0] ifm_addr,
    output reg [AXI_ADDR_W-1:0] ofm_addr
);
    reg [15:0] layer_Cin  [0:MAX_LAYERS-1];
    reg [15:0] layer_Cout [0:MAX_LAYERS-1];
    reg [15:0] layer_H    [0:MAX_LAYERS-1];
    reg [15:0] layer_W    [0:MAX_LAYERS-1];
    reg [AXI_ADDR_W-1:0] layer_weight_addr [0:MAX_LAYERS-1];
    integer i;
    initial begin
        for (i = 0; i < MAX_LAYERS; i = i + 1) begin
            layer_Cin[i]  = 1;
            layer_Cout[i] = 1;
            layer_H[i]    = 1;
            layer_W[i]    = 1;
            layer_weight_addr[i] = 0;
        end
        layer_Cin[0]  = 3;
        layer_Cout[0] = 16;
        layer_H[0]    = 224;
        layer_W[0]    = 224;
        layer_weight_addr[0] = 32'h0000_0000;
        layer_Cin[1]  = 16;
        layer_Cout[1] = 32;
        layer_H[1]    = 112;
        layer_W[1]    = 112;
        layer_weight_addr[1] = 32'h0001_0000;
    end
    reg [7:0] layer_idx;
    reg pingpong;
    localparam BUFFER0_ADDR = 32'h8000_0000;
    localparam BUFFER1_ADDR = 32'h8100_0000;
    localparam IDLE        = 3'd0;
    localparam LOAD_CONFIG = 3'd1;
    localparam START_LAYER = 3'd2;
    localparam WAIT_LAYER  = 3'd3;
    localparam NEXT_LAYER  = 3'd4;
    localparam DONE        = 3'd5;
    reg [2:0] state, next_state;
    always @(posedge clk or negedge rst_n) begin
        if (!rst_n)
            state <= IDLE;
        else
            state <= next_state;
    end
    always @(*) begin
        next_state = state;
        case (state)
            IDLE:
                if (start)
                    next_state = LOAD_CONFIG;
            LOAD_CONFIG:
                next_state = START_LAYER;
            START_LAYER:
                next_state = WAIT_LAYER;
            WAIT_LAYER:
                if (layer_done)
                    next_state = NEXT_LAYER;
            NEXT_LAYER:
                if (layer_idx == MAX_LAYERS-1)
                    next_state = DONE;
                else
                    next_state = LOAD_CONFIG;
            DONE:
                next_state = IDLE;
        endcase
    end
    always @(posedge clk or negedge rst_n) begin
        if (!rst_n) begin
            layer_start <= 0;
            all_done    <= 0;
            layer_idx   <= 0;
            pingpong    <= 0;
            Cin <= 0;
            Cout <= 0;
            H <= 0;
            W <= 0;
            weight_addr <= 0;
            ifm_addr <= 0;
            ofm_addr <= 0;
        end else begin
            layer_start <= 0;
            all_done    <= 0;
            case (state)
                IDLE: begin
                    layer_idx <= 0;
                    pingpong  <= 0;
                end
                LOAD_CONFIG: begin
                    Cin <= layer_Cin[layer_idx];
                    Cout<= layer_Cout[layer_idx];
                    H   <= layer_H[layer_idx];
                    W   <= layer_W[layer_idx];
                    weight_addr <= layer_weight_addr[layer_idx];
                    if (layer_idx == 0)
                        ifm_addr <= 32'h0000_0000;
                    else
                        ifm_addr <= (pingpong) ? BUFFER1_ADDR : BUFFER0_ADDR;
                    ofm_addr <= (pingpong) ? BUFFER0_ADDR : BUFFER1_ADDR;
                end
                START_LAYER: begin
                    layer_start <= 1;  
                end
                WAIT_LAYER: begin
                end
                NEXT_LAYER: begin
                    layer_idx <= layer_idx + 1;
                    pingpong  <= ~pingpong;
                end
                DONE: begin
                    all_done <= 1;  
                end
            endcase
        end
    end
endmodule
```
**/design/flow/config.mk**
```make
export PLATFORM = sky130hd
export DESIGN_NAME = layer_controller
export DESIGN_NICKNAME = layer_controller
export VERILOG_FILES = /design/flow/design.v
export SDC_FILE = /design/flow/constraint.sdc
export NUM_CORES = 4
export LEC_CHECK = 1
export CORE_AREA = 10 10 88 88
export DIE_AREA = 0 0 98 98
export SYNTH_HDL_FRONTEND = slang
export SYNTH_MEMORY_MAX_BITS = 65536
```
**/design/flow/run.sh**
```bash
#!/bin/bash
# OpenROAD 26Q1-2900-gdf79404cd8, Yosys 0.63+post, stock flow scripts
make -C /OpenROAD-flow-scripts/flow DESIGN_CONFIG=/design/flow/config.mk WORK_HOME=/design/flow/orfs finish
```
**/design/flow/constraint.sdc**
```tcl
current_design layer_controller

set clk_period 3.1
set clk_io_pct 0.2

create_clock -name clk0 -period $clk_period [get_ports {clk}]

set non_clock_inputs [all_inputs -no_clocks]
set_input_delay [expr $clk_period * $clk_io_pct] -clock clk0 $non_clock_inputs
set_output_delay [expr $clk_period * $clk_io_pct] -clock clk0 [all_outputs]
```
==> reports/qor.yml <==
drt-pass1-iter-count: 4
routedWlPerCell_um: 11.8
coreArea_um2: 5920
vias: 1156
die_h_um: 98
hpwl_um: 3360
clock-skew-final_ns: 0.00470
syn_area_um2: 2230
crit_required_ns: 2.48
layout-drive-gt1-share_pct: 3.82
cap_violations: 0
grt_max_degree: 27
lay_top_count: "conb_1"
path_cells: "clkdlybuf4s50_1"
gp_congestion: 0.774
setup_viol: 0
critPathMaxStageDelay_ns: 0.49
antenna_found_initial: 0
io_pins: 166
p_leak_nw: 1.11
crit_path_top_delay_cell: "clkdlybuf4s50_1"
antenna_cells: 0
netlist_instances: 246
ir_drop_v: 0.000176
cp-start-kind: "register"
drv_slew: 0
cts.path.max_buffers: 2
crit_type: "register to output pin"
crit_buf_inv: 1
drt_iter0_drc: 61
portBuffers: 26
yosys_warnings: 0
warnings: 27
cts_tree: "built"
rrSetupSlack_ns: 1.69
die_w_um: 98
rsz0062_at_grt: "false"
critical-path-top-delay-family: "buffers and inverters"
ys_seq_share_pct: 29.2
top_area_share_pct: 50.7
yosysTopAreaCell: "buf_4"
hold_viol: 0
cts-hold-fix-buffers: 0
hold_class: "register to register"
worstPathMaxFanout: 6
ys_ff: 26
cts-resized-gates: 0
overflow: 0
syn2layout_area_growth_pct: -8.57
setup_tns_ns: 0
grt.total_usage_pct: 7.42
worstPathArrival_ns: 1.17
cts_root_buffer: "clkbuf_8"
critPathCaptureType: "output pin"
cts_buffers: 3
finalCritPeriodShare_pct: 57.9
h-tree-depth: 1
ant_nets: 0
grt_pass1_wl_um: 6310
cts_sinks: 26
cts_setup_buffers: 0
dieArea_um2: 9600
topCellsByArea: "buf_4, dfrtp_1, mux2i_1"
synth_cell_types: 33
setup_slack_ns: 1.31
lay_top_cells: "conb_1, clkdlybuf4s50_1, dfrtp_1, inv_1, nand2_1"
fp_util_pct: 37.7
period_needed_ns: 1.79
ys_cells: 246
rows: 28
outcome: "completed"
fmax_mhz: 558
place_ws_ns: 1.58
finalWirelength_um: 3970
final_core_util_pct: 34.5
clkTransAtPathRegs_ns: 0.09
clock.latency.late_pin_ns: 0.26
post_drt_via_cell_ratio: 3.43
syn_avg_cell_area_um2: 9.08
power.density_nw_per_um2: 312
drc: 0
ys_chip_area_um2: 2230
whs_ns: 0.389
grt_pass1_vias: 1342
## metrics by stage
stage	cells	area, um2	power (mW)
finish	337	2040	0.637
global route	337	2040	0.672
CTS	337	2040	0.652
detailed placement	333	1970	0.374
global placement	333	1970	0.375
floorplan	384	2750	0.471
## sequential cells by signal (all words and copies together), names as in the netlist
signal	cells
layer_idx	8
state	6
Cout	2
W	2
ifm_addr	2
ofm_addr	2
Cin	1
all_done	1
layer_start	1
pingpong	1
## path summary, 6_finish.rpt
kind / from / end / cells after the start
worst max-delay path: W[4]$_DFFE_PN0P_ / weight_addr[16] / 1
worst min-delay path: state[4]$_DFF_PN0_ / all_done$_DFF_PN0_ / 0
worst max register to register: layer_idx[1]$_DFFE_PN0P_ / layer_idx[6]$_DFFE_PN0P_ / 4
worst min register to register: state[4]$_DFF_PN0_ / all_done$_DFF_PN0_ / 0
max in group asynchronous: rst_n / state[0]$_DFF_PN1_ / 2
min in group asynchronous: rst_n / ofm_addr[31]$_DFFE_PN0P_ / 2
## cells by family after synthesis
| family | share of synthesized area, % |
|---|---|
| other cells | 0.168 |
| simple gates | 7.67 |
| mux | 2.30 |
| compound gates | 5.99 |
| buf+inv | 52.6 |
| xor+xnor | 0.392 |
| fa+ha+maj | 1.68 |
| flops | 29.2 |
## cell usage after synthesis (all sizes together)
library cell    n
nand2           5
inv             9
dfstp           1
a21o            3
mux2            1
dfrtp          25
and4b           1
ha              3
or2             1
o21ai           4
nand4           4
nor2            4
mux2i           4
a221o           1
xnor2           1
and2            1
nand3           3
nand4b          2
nor3b           2
or3             1
buf           152
conb            1
nand2b          2
o211ai          2
o22a            1
clkbuf          1
nor3            1
o21a            1
o31ai           3
o22ai           2
a21oi           3
nor2b           1
## per-layer routing
metal / vias to the layer above / wire length (um) / GRT usage [%] / share of wire (%)
li1: 530 / - / - / -
met1: 525 / 1680 / 9.16 / 42
met2: 99 / 1810 / 12.0 / 46
met3: 2 / 457 / 3.56 / 12
met4: 0 / 15 / 0.559 / 0.38
met5: - / 0 / 0 / 0
## power by group
part | internal, mW | switching [mW] | total (mW)
clock network | 0.173 | 0.103 | 0.275
registers | 0.339 | 0 | 0.339
logic | 0.00431 | 0.0188 | 0.0231
total | 0.516 | 0.122 | 0.637
## layout make-up
type	count	area, um2
clock buffers	3	41.3
clock inverters	1	30.0
fillers	592	3880
inverters	9	33.8
multi-input cells	196	925
flip-flops and latches	26	652
well taps	75	93.8
repair buffers	27	268
Power figures rest on the tool's default switching activity, not on a simulated workload.
