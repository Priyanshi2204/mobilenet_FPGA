==> design/flow/design.v <==
module mac_array #(
    parameter PAR     = 9,
    parameter DATA_W  = 16,
    parameter ACC_W   = 48
)(
    input  wire clk,
    input  wire rst_n,
    input  wire valid_in,
    input  wire signed [PAR*DATA_W-1:0] data_vec,
    input  wire signed [PAR*DATA_W-1:0] weight_vec,
    output wire signed [PAR*ACC_W-1:0]  mac_out,
    output wire                         valid_out
);
    genvar i;
    wire [PAR-1:0] valid_lane;
    generate
        for (i = 0; i < PAR; i = i + 1) begin : MAC_LANES
            mac_unit #(
                .DATA_W(DATA_W),
                .ACC_W (ACC_W)
            ) mac_inst (
                .clk       (clk),
                .rst_n     (rst_n),
                .valid_in  (valid_in),
                .data_in   (data_vec [i*DATA_W +: DATA_W]),
                .weight_in (weight_vec[i*DATA_W +: DATA_W]),
                .mac_out  (mac_out[i*ACC_W +: ACC_W]),
                .valid_out (valid_lane[i])
            );
        end
    endgenerate
    assign valid_out = valid_lane[PAR-1];
endmodule
module mac_unit #(
    parameter DATA_W = 16,
    parameter ACC_W  = 48
)(
    input  wire clk,
    input  wire rst_n,
    input  wire valid_in,
    input  wire signed [DATA_W-1:0] data_in,
    input  wire signed [DATA_W-1:0] weight_in,
    output reg  signed [ACC_W-1:0]  mac_out,
    output reg                      valid_out
);
    reg signed [DATA_W-1:0] data_reg;
    reg signed [DATA_W-1:0] weight_reg;
    reg                     valid_reg1;
    always @(posedge clk or negedge rst_n) begin
        if (!rst_n) begin
            data_reg   <= 0;
            weight_reg <= 0;
            valid_reg1 <= 0;
        end else begin
            data_reg   <= data_in;
            weight_reg <= weight_in;
            valid_reg1 <= valid_in;
        end
    end
    wire signed [2*DATA_W-1:0] mult_wire;
    assign mult_wire = data_reg * weight_reg;
    reg signed [2*DATA_W-1:0] mult_reg;
    reg                       valid_reg2;
    always @(posedge clk or negedge rst_n) begin
        if (!rst_n) begin
            mult_reg   <= 0;
            valid_reg2 <= 0;
        end else begin
            mult_reg   <= mult_wire;
            valid_reg2 <= valid_reg1;
        end
    end
    always @(posedge clk or negedge rst_n) begin
        if (!rst_n) begin
            mac_out   <= 0;
            valid_out <= 0;
        end else begin
            mac_out   <= {{(ACC_W-2*DATA_W){mult_reg[2*DATA_W-1]}}, mult_reg};
            valid_out <= valid_reg2;
        end
    end
endmodule
==> design/flow/run.sh <==
#!/bin/bash
# OpenROAD 26Q1-2900-gdf79404cd8, Yosys 0.63+post, stock flow scripts
make -C /OpenROAD-flow-scripts/flow DESIGN_CONFIG=/design/flow/config.mk WORK_HOME=/design/flow/orfs finish
==> design/flow/config.mk <==
export PLATFORM = sky130hd
export DESIGN_NAME = mac_array
export DESIGN_NICKNAME = mac_array
export VERILOG_FILES = /design/flow/design.v
export SDC_FILE = /design/flow/constraint.sdc
export NUM_CORES = 4
export LEC_CHECK = 1
export CORE_UTILIZATION = 40
export SYNTH_HDL_FRONTEND = slang
==> design/flow/constraint.sdc <==
current_design mac_array

set clk_period 12.5
set clk_io_pct 0.2

create_clock -name clk0 -period $clk_period [get_ports {clk}]

set non_clock_inputs [all_inputs -no_clocks]
set_input_delay [expr $clk_period * $clk_io_pct] -clock clk0 $non_clock_inputs
set_output_delay [expr $clk_period * $clk_io_pct] -clock clk0 [all_outputs]
==> flow_summary.toml <==
# synthesis and place-and-route metrics
[timing]
max_freq_ghz = 0.137
timing.final.crit_period_ps = 7300
rsz0062_at_grt = "false"
fin_setup_tns_ps = 0
setup_violations = 0
max_slew_margin_pct = 36.6
drv_slew = 0
worst_pin_slew_ps = 952
finalHoldViolCount = 0
clock_skew_ps = 45.4
fin_hold_ws_ps = 319
finalClockPeriodUsage_pct = 58.4

[synth]
yosys_warnings = 0
syn_avg_cell_area_sq_um = 10.4
ys.flops = 867
ys_chip_area_sq_um = 110000
synth-edff-count = 0
synth_top_flop_cell = "dfrtp_1"
ys_seq_share_pct = 19.7
netlist_area_sq_um = 110000
syn_inst = 10600
ys_types = 70
ys_cells = 10600
ys_async_sr_fraction_pct = 100

[global_routing]
grt.total_usage_pct = 20.6
grt_pass1_wl_mm = 425
grt_max_degree = 127
grt_pass1_vias = 78500
grt-ovfl-total = 0
antenna_found_initial = 3

[placed_design]
place_congestion = 0.931
hpwl_mm = 201
port_buffers = 723
dpl_cell_area_sq_um = 120000

[finish]
final_layout_size_suffix_gt1_share_pct = 2.13
post-route-cell-area_sq_um = 124000
lay_top_count = "inv_1"
lay_top_cells = "inv_1, fa_1, nand2_1"
layout-area-overhead-vs-synth_pct = 12.4
n_fill_cell = 24800

[clock_network]
post_cts_resize_count = 0
cts_made_buffers = 108
root_buffer = "clkbuf_16"
clock_latency_ps = 830
cts_max_level = 3
cts_hold_buffers = 0
clk_pin_slew_ps = 70
clk_path_buf_depth = 4
post_cts_buffers = 0
tritoncts = "done"
clock-sinks = 867

[worst_setup_path]
crit_path_cell_trace = "nand2_1 > fa_1 > inv_1 > fa_1 > inv_1 > fa_1 > inv_1 > fa_1 > fa_1 > inv_1 > fa_1 > inv_1 > ha_1 > a21o_1 > a21oi_1 > o21ai_0 > a21oi_1 > nor2b_1 > a311oi_1 > o21ai_1 > a221oi_1 > mux2i_1 > o2111ai_1"
startpoint_type = "register"
slowest_delay_ps = 810
cp_data_arrival_time_ps = 7990
critPathRequiredTime_ps = 13190
slowest_stage = "dfrtp_1"
crit_fanout = 16
cpMostUsedCell = "fa_1"
path_class = "reg2reg"
end_kind = "register"

[floorplanning]
die_w_um = 527
floorplan.core_util_pct = 40.3
chipArea_sq_um = 278000
io-pin-count = 724
coreArea_sq_um = 274000
fp-row-count = 192
die_y_um = 527

[status]
status = "finished clean"

[job]
warnings = 31
drv_cap = 0

[routing]
postRouteWirelength_mm = 253
vias_per_cell = 4.72
met1Wirelength_mm = 106
via_count = 69600
drcViolationCount = 0
drt_iter0_markers = 2711
highest_layer = "met4"
wire_per_inst_um = 17.2
wl_met2_mm = 119
firstDrtPassIters = 5
met3_length_mm = 21.8
ant_nets = 0

[worst_hold_path]
hp-class = "reg2reg"
synthesized netlist by cell type (all sizes together), types with 42 or more instances:
cell | number | area share [%]
inv | 2609 | 8.9
fa | 2358 | 43
nand2 | 1147 | 3.9
and2 | 1115 | 6.3
dfrtp | 867 | 20
ha | 738 | 8.4
clkbuf | 293 | 1.0
xnor2 | 237 | 1.9
nor2 | 206 | 0.70
a21oi | 198 | 0.90
buf | 150 | 1.0
o21ai | 109 | 0.49
a21o | 104 | 0.71
xor2 | 78 | 0.62
nand2b | 60 | 0.34
nand3 | 42 | 0.19
worst max-delay path, delay by kind of cell (launching register included):
kind	cells	cell delay, ps
buffers and inverters	5	250
adder cells (fa/ha/maj)	7	3340
AND/OR/NAND/NOR	2	240
flip-flops	1	810
multiplexers	1	230
AND-OR/OR-AND	8	2260
cells by family after synthesis:
logic type      after synthesis  share of synthesized area, %
flops                       867                          19.7
xor+xnor                    315                          2.50
compound gates              599                          3.50
simple gates               2712                          12.2
buf+inv                    3052                          10.9
fa+ha+maj                  3096                          51.2
mux                           6                        0.0544
cell type report:
cell class | count | area (sq um) | share of cell area (%)
antenna | 2 | 5.00 | 0.00404
clock buffer | 131 | 2900 | 2.34
timing repair buffer | 759 | 7550 | 6.09
inverter | 2609 | 9790 | 7.90
multi-input combinational | 6728 | 76600 | 61.8
clock inverter | 64 | 938 | 0.757
sequential | 867 | 21700 | 17.5
tap | 3589 | 4490 | 3.62
per-stage QoR:
step                      worst slack, ps  util [%]  cells
after CTS                            5200      45.3  14700
after floorplan                      6130         -  10600
after global placement               5180      43.9  14600
final                                5200      45.3  14700
after detailed placement             5180      43.9  14600
after global routing                 4690      45.3  14700
worst paths after layout:
path / start / endpoint / slack [ps] / cells after the start
hold / removal: MAC_LANES[8].mac_inst.mult_reg[22] / MAC_LANES[8].mac_inst.mac_out[22] / 320 / 0
max in group asynchronous: rst_n / MAC_LANES[6].mac_inst.weight_reg[5] / 7820 / 5
setup / recovery: MAC_LANES[2].mac_inst.weight_reg[7] / MAC_LANES[2].mac_inst.mult_reg[30] / 5200 / 23
setup reg to reg: MAC_LANES[2].mac_inst.weight_reg[7] / MAC_LANES[2].mac_inst.mult_reg[30] / 5200 / 23
min in group asynchronous: rst_n / MAC_LANES[8].mac_inst.mac_out[16] / 1630 / 1
hold reg to reg: MAC_LANES[8].mac_inst.mult_reg[22] / MAC_LANES[8].mac_inst.mac_out[22] / 320 / 0
layer usage:
| metal | track usage, % | vias up |
|---|---|---|
| met5 | 0.0346 | - |
| met4 | 4.11 | 0 |
| met3 | 7.41 | 312 |
| met2 | 31.2 | 2177 |
| met1 | 30.2 | 35400 |
| li1 | - | 31700 |
