===== design.v =====
`timescale 1ns / 1ps
module line_buffer #(
    parameter DATA_WIDTH = 16,
    parameter IMG_WIDTH  = 64
)(
    input  wire                     clk,
    input  wire                     rst_n,
    input  wire [DATA_WIDTH-1:0]    pixel_in,
    input  wire                     valid_in,
    output reg  [DATA_WIDTH-1:0]    row0,   
    output reg  [DATA_WIDTH-1:0]    row1,   
    output reg  [DATA_WIDTH-1:0]    row2,   
    output reg                      valid_out,
    output reg new_row  
);
    (* ram_style = "block" *)
    reg [DATA_WIDTH-1:0] linebuf1 [0:IMG_WIDTH-1];
    (* ram_style = "block" *)
    reg [DATA_WIDTH-1:0] linebuf2 [0:IMG_WIDTH-1];
    reg [$clog2(IMG_WIDTH)-1:0] col;
    reg [1:0] row_cnt;
    always @(posedge clk or negedge rst_n) begin
        if (!rst_n) begin
            col       <= 0;
            row_cnt   <= 0;
            valid_out <= 0;
            new_row   <= 0;    
            row0 <= 0;
            row1 <= 0;
            row2 <= 0;
        end
        else if (valid_in) begin
            row0 <= linebuf2[col];
            row1 <= linebuf1[col];
            row2 <= pixel_in;
            linebuf2[col] <= linebuf1[col];
            linebuf1[col] <= pixel_in;
            new_row <= 0;    
            if (col == IMG_WIDTH-1) begin
                col <= 0;
                new_row <= 1;  
                if (row_cnt < 2)
                    row_cnt <= row_cnt + 1;
            end
            else begin
                col <= col + 1;
            end
            if (row_cnt >= 2)
                valid_out <= 1;
            else
                valid_out <= 0;
        end
    end
endmodule

===== run.sh =====
#!/bin/bash
# OpenROAD 26Q1-2900-gdf79404cd8, Yosys 0.63+post, stock flow scripts
make -C /OpenROAD-flow-scripts/flow DESIGN_CONFIG=/design/flow/config.mk WORK_HOME=/design/flow/orfs finish

===== config.mk =====
export PLATFORM = sky130hd
export DESIGN_NAME = line_buffer
export DESIGN_NICKNAME = line_buffer
export VERILOG_FILES = /design/flow/design.v
export SDC_FILE = /design/flow/constraint.sdc
export NUM_CORES = 4
export LEC_CHECK = 1
export CORE_UTILIZATION = 50
export SYNTH_HDL_FRONTEND = slang

===== constraint.sdc =====
current_design line_buffer

set clk_period 48.5
set clk_io_pct 0.2

create_clock -name clk0 -period $clk_period [get_ports {clk}]

set non_clock_inputs [all_inputs -no_clocks]
set_input_delay [expr $clk_period * $clk_io_pct] -clock clk0 $non_clock_inputs
set_output_delay [expr $clk_period * $clk_io_pct] -clock clk0 [all_outputs]

==> reports/summary.log <==
qor: critical_path.critical_path.slowest_cell sky130_fd_sc_hd__nor2_4
qor: placement.buffer_ports.inserted 68
qor: power.power.leakage 29.3 nW
qor: final_timing.final-max-slew-violation-count 0
qor: critical_path.cp-endpoint linebuf2[9][2]
qor: critical_path.crit_path_start_kind input port
qor: synth.synth-edff-count 2,048
qor: finish.layout-area-overhead-vs-synth 14.2%
qor: global_routing.grt_overflow_total 0
qor: clock_tree.htree_levels 4
qor: drt.drt-total-wl 292 mm
qor: synth.fraction_of_registers_with_async_set_reset 2.75%
qor: die.die_width 404 um
qor: critical_path.crit_path_max_fanout 30
qor: synth.yosysTopAreaCell sky130_fd_sc_hd__edfxtp_1
qor: finish.layoutNonFillerInstCount 7,060
qor: clock_tree.ctsResizeCount 0
qor: drt.drt_pre_antenna_iters 8
qor: synth.post_synth_inst_count 4,476
qor: clock_tree.clock_sink_count 2,106
qor: die.chipArea 163,000 um2
qor: drt.drt_iter0_drc 4,178
qor: power.fin_total_pwr 6.77 mW
qor: placement.post-dp-hpwl 184 mm
qor: critical_path.timing.critical_path.mode_cell sky130_fd_sc_hd__buf_4
qor: global_routing.via_count_of_the_first_global_routing_pass 49,100
qor: die.core_area 160,000 um2
qor: final_timing.setup_viol_count_final 0
qor: power.power_per_cell_area 73.4 nW/um2
qor: synth.yosysMostFrequentCell sky130_fd_sc_hd__edfxtp_1
qor: final_timing.final.setup_skew 0.0419 ns
qor: die.ioPinCount 69
qor: die.floorplan.initialDensity 50.3%
qor: critical_path.critPathLaunch rst_n
qor: final_timing.finalCritPeriodShare 24.9%
qor: global_routing.grt_first_pass_wirelength 398 mm
qor: synth.synth-area-yosys 80,700 um2
qor: clock_tree.worst_skew_pair.late_latency 0.87 ns
qor: placement.postPlaceCellArea 85,300 um2
qor: clock_tree.cts_tree yes
qor: synth.ys_cells 4,476
qor: clock_tree.cts.clk_slew.worst_paths 0.06 ns
qor: synth.synthesis.yosys.warnings 0
qor: final_timing.setup_tns_final 0 ns
qor: critical_path.critical_path.cell_chain buf_4 > and2_1 > nand2_2 > buf_4 > nor2_4 > buf_4
qor: job.openroad.warnings 27
qor: placement.number_of_placed_instances_taps_included 6,667
qor: critical_path.crit_arrival 12.58 ns
qor: worst_hold_path.hp-class reg -> reg
qor: critical_path.timing.reg2reg.setup_slack 42.08 ns
qor: critical_path.rr_worst_depth 10
qor: clock_tree.post-cts-setup-buffers 0
qor: finish.finalInstanceArea 92,100 um2
qor: synth.yosys_most_used_dff sky130_fd_sc_hd__edfxtp_1
qor: placement.gp_congestion 1.07
qor: final_timing.achievable-frequency 83.0 MHz
qor: synth.ys_top_cells_by_count sky130_fd_sc_hd__edfxtp_1, sky130_fd_sc_hd__a22oi_1, sky130_fd_sc_hd__a221oi_1, sky130_fd_sc_hd__mux2i_1, sky130_fd_sc_hd__nor2_1
qor: synth.postSynthRegisterBits 2,106
qor: synth.yosysSeqAreaShare 78.0%
qor: critical_path.end_kind flop
qor: final_timing.worstMarginPinSlew 1.34 ns
qor: synth.netlist_area 80,700 um2
qor: finish.drive_gt1_share 19.2%
qor: critical_path.max_stage_delay_on_crit_path 0.61 ns
qor: final_timing.layout_min_cycle_time 12.05 ns
qor: critical_path.worstReg2RegEnd linebuf2[24][7]
qor: synth.ys_types 77
qor: critical_path.critical_setup_path_kind in -> reg
qor: drt.detail-route-antenna-nets 0
qor: clock_tree.clock-root-buffer sky130_fd_sc_hd__clkbuf_16
qor: synth.post-synth-top-area-fraction 76.2%
qor: clock_tree.max_root_sink_buffers 3
qor: job.cap_violations 0
qor: final_timing.maxSlewHeadroom 7.87%
qor: critical_path.critPathRequiredTime 49.03 ns
qor: clock_tree.cts.hold.buffers_added 0
qor: drt.drt-vias-per-instance 6.73
qor: drt.routed_wire_length_per_instance 41.4 um
qor: synth.syn_avg_cell_area 18.0 um2
qor: clock_tree.tritoncts.num_buffers 208
qor: run_status.outcome finished clean
qor: global_routing.maximum_number_of_pins_on_one_net_before_global_route_repair 79
qor: final_timing.hold_viol_final 0
qor: global_routing.gr-usage-all-layers 40.6%
qor: global_routing.antenna_found_initial 20
qor: drt.count_of_vias_placed_by_the_detailed_router 47,500
qor: drt.detail_route.drc_violations 0
qor: die.placementRows 147
qor: final_timing.unrepaired_setup_endpoints_after_global_routing no
qor: finish.filler_cell_count 11,900
qor: die.die_h 404 um
qor: synth.synthTopCellsByArea sky130_fd_sc_hd__edfxtp_1, sky130_fd_sc_hd__mux2i_1, sky130_fd_sc_hd__a221oi_1
qor: critical_path.timing.rr.start col[2]
qor: power.vdd_drop_max 125 uV
report_power, final:
part | switching [mW] | total (mW) | internal [mW] | leakage, nW
sequential | 0.0478 | 2.51 | 2.46 | 19.1
combinational | 2.04 | 2.65 | 0.611 | 6.90
clock | 0.693 | 1.61 | 0.918 | 3.30
cell usage in the layout, fill, tap and decap left out, drive strengths merged, types with 61 or more instances in the layout:
master and n:
edfxtp 2048, buf 314, clkbuf 264, a22oi 252, a221oi 229, mux2i 218, nor2 171, mux2 129
o22ai 126, nand2 123, o21ai 104, a21oi 101, clkinv 87, mux4 69, a22o 61
worst min-delay path by stage:
stage,cells past startpoint,from,end
4_1_cts,1,row2[9],row2[9]
5_1_grt,1,row2[7],row2[7]
6_report,1,row2[9],row2[9]
stage by stage:
step	utilization, %	hold slack (ns)	worst slack, ns
after floorplan	-	0.430	36.58
after global placement	53.2	0.489	35.69
after detailed placement	53.2	0.496	35.64
after CTS	57.4	0.510	36.55
after global routing	57.4	0.522	36.40
final	57.5	0.504	36.45
layout make-up:
type | instances | area (um2) | share of cell area [%]
sequential | 2106 | 63000 | 68.3
multi-input combinational | 2030 | 16800 | 18.2
clock buffer | 264 | 5530 | 6.00
timing repair buffer | 364 | 2880 | 3.13
tap | 2160 | 2700 | 2.93
clock inverter | 120 | 1260 | 1.37
inverter | 7 | 33.8 | 0.0367
antenna | 9 | 22.5 | 0.0244
cell families after synthesis:
group                      Yosys count  synth area share (%)
DFF                               2106                  78.0
AOI/OAI and AO/OA                 1152                  10.7
and+or+nand+nor                    454                  2.64
muxes                              416                  6.43
buffers and inverters              340                  2.10
xor gates and xnor gates             6                0.0651
adders and majority gates            2                0.0310
layer usage:
| metal | up-vias | wire length (um) | GRT usage (%) | share of wire [%] |
|---|---|---|---|---|
| li1 | 19200 | - | - | - |
| met1 | 23800 | 87000 | 48.5 | 30 |
| met2 | 3774 | 127000 | 53.4 | 44 |
| met3 | 705 | 56000 | 32.9 | 19 |
| met4 | 36 | 19900 | 19.9 | 6.8 |
| met5 | - | 1790 | 9.43 | 0.61 |
registers in the layout, summed over array words and instances (netlist names):
| register | flops |
|---|---|
| linebuf1 | 1024 |
| linebuf2 | 1024 |
| row0 | 16 |
| row1 | 16 |
| row2 | 16 |
| col | 6 |
| row_cnt | 2 |
| new_row | 1 |
| valid_out | 1 |
worst max-delay path, delay by kind of cell:
family	cells	cell delay, ns
buffers and inverters	3	1.30
AND/OR/NAND/NOR	3	1.55
Power figures rest on the tool's default switching activity, not on a simulated workload.
